===== ./run.sh =====
#!/bin/bash
# OpenROAD 26Q1-2900-gdf79404cd8, Yosys 0.63+post, stock flow scripts
make -C /OpenROAD-flow-scripts/flow DESIGN_CONFIG=/design/flow/config.mk WORK_HOME=/design/flow/orfs finish

===== ./config.mk =====
export PLATFORM = sky130hd
export DESIGN_NAME = mux31
export DESIGN_NICKNAME = mux31
export VERILOG_FILES = /design/flow/design.v
export SDC_FILE = /design/flow/constraint.sdc
export NUM_CORES = 4
export LEC_CHECK = 1
export CORE_AREA = 10 10 88 88
export DIE_AREA = 0 0 98 98
export SYNTH_HDL_FRONTEND = slang

===== ./constraint.sdc =====
current_design mux31

set clk_period 1.0
set clk_io_pct 0.2

create_clock -name clk0 -period $clk_period

set non_clock_inputs [all_inputs -no_clocks]
set_input_delay [expr $clk_period * $clk_io_pct] -clock clk0 $non_clock_inputs
set_output_delay [expr $clk_period * $clk_io_pct] -clock clk0 [all_outputs]

===== ./design.v =====
module mux31 #(parameter N = 32) (a, b, c, s, y);
	input logic [N-1:0] a;  
	input logic [N-1:0] b;  
	input logic [N-1:0] c;  
	input logic [1:0] s;
	output logic [N-1:0] y;
	assign y = s[1] ? c : (s[0] ? b : a);
endmodule

==> run notes <==
Notes on the flow run.

- The flow ran to the end, but the final reports show violations.
- The checks that failed: setup timing.
- Counting pins that exceed their max-slew limit in the final report gives 0.
- The number of primary I/O pins is 130, for reference.
- The main area contributors are sky130_fd_sc_hd__mux2i_1 (45%), sky130_fd_sc_hd__o21ai_1 (20%), sky130_fd_sc_hd__nand2_1 (17%).
- The number of placement rows is 28, for reference.
- The total net switching power is 0.2374 mW, for reference.
- After synthesis the cells add up to 714.4 um2.
- Looking at the VDD voltage map, the peak drop is 0.1620 mV.
- The timing startpoint of the critical path is s[0], for reference.
- In the finished layout, the clock tree contains a buffer count of 0.
- The worst-case max-slew headroom was logged as 88.45%.
- The worst setup path is launched from a primary input.
- After clock tree synthesis, the flow added hold-fix buffers numbering 0.
- The setup violation total in the final timing report is 27, for reference.
- The power density of the placed cells is 355.0 nW/um2, for reference.
- The share of the core area taken by cells at floorplan is 12.07%.
- The met1 routing resource usage after global routing is 9.526%, for reference.
- Setup repair after global routing could not meet its margin everywhere.
- For met3 alone, demand over resource in global routing was 3.912%.
- The leakage power total is 1.062 nW, for reference.
- Summed over all layers, the global routing overflow is 0.
- Per the layout area report, the register area comes to 0 um2.
- The count of port buffers added during placement is 130, for reference.
- Cells with a size suffix above 1 make up 22.03% of the layout.
- The layout overhead on the synthesized area is 173.2%, for reference.
- Per the final timing report, the hold violations number 0.
- The total cells reported by yosys after synthesis is 107, for reference.
- In this run the mean area of a mapped cell was 6.677 um2.
- The library cell with the largest summed area after synthesis is sky130_fd_sc_hd__mux2i_1, for reference.
- The share of total power in the clock network is 0%, for reference.
- There are 0 flip-flops and latches.
- Together, buffers and inverters on the worst path number 3.
- The data required time of the worst path is 0.80 ns, for reference.
- According to the dpl log, the detail-placed design has an HPWL of 3827 um.
- The final routed wire length divided by cell count is 14.89 um, for reference.
- The number of warnings in the stage logs is 34, for reference.
- STA puts the critical path data arrival time at 0.86 ns.
- Traced cell by cell, the critical path runs through buf_12, buf_16, mux2i_2, o21ai_1, buf_2.
- In the post-route analysis, the smallest setup slack over all paths is -0.05874 ns.
- The chip area line of the yosys report is 714.4 um2, for reference.
- In the setup report, the worst path falls into the class primary input to primary output.
- After floorplanning, the die was sized to cover 9604 um2.
- On the critical path, the stage with the largest delay is an instance of sky130_fd_sc_hd__mux2i_2.
- The floorplan step set the die height to 98 um.
- The final wirelength is 4630 um, for reference.
- The instance count of the mapped netlist is 107, for reference.
- After floorplanning, the core was sized to cover 5921 um2.
- The number of different library cells used by synthesis comes to 8.
- The starting DRC count in detailed routing is 21, for reference.
- Yosys printed 0 warnings.
- The final cycle utilization of the critical path is 105.9%, for reference.
- The post-route antenna net violation count is 0, for reference.
- The first TritonRoute pass finished after 4 iterations.
- The kind of capture point of the worst setup path is a primary output, for reference.
- The number of antenna violations at the first check in global routing is 0, for reference.
- The number of design rule violations left after detail routing is 0, for reference.
- The largest incremental delay on the critical path is 0.22 ns, for reference.
- The cell-internal power is 0.4555 mW, for reference.
- The non-filler instance count after layout is 311, for reference.
- The number of buffers inserted by post-CTS setup repair is 0, for reference.
- Of the total power, registers draw 0%.
- The utilization of the core after routing is 32.97%, for reference.
- The worst min-delay path category is primary input to primary output, for reference.
- The worst setup path endpoint is y[19], for reference.
- The routed via count is 1214, for reference.
- The number of global-route vias before repair was 1296.
- The largest delay contributor family on the critical path is buffers and inverters, for reference.
- The part of the Yosys area used for sequential elements is 0%, for reference.
- For the finished layout, the period the worst path requires is 1.059 ns.
- The transition time of the tightest slew-check pin is 0.1685 ns, for reference.
- The global routing report lists met2 layer usage as 14.37%.
- Antenna repair during routing inserted a diode count of 0.
- The max-cap violation count is 0, for reference.
- The area fraction of the largest cell type after synthesis is 44.83%.
- The total instance count after detailed placement is 308, for reference.
- Entering global routing, the biggest net connects 32 pins.
- Walking the critical path from launch to capture passes 5 cell instances.
- The power share of the combinational group is 100.0%, for reference.
- The horizontal extent of the die is 98 um, for reference.
- The flow reports an fmax of 0.9445 GHz.
- Of all nets on the critical path, the largest fanout is 8.
- Summed over all routing layers, the global router reports a total usage of 8.251%.
- The switching portion of total power comes to 34.26%.
- The first global-routing pass estimated 6686 um of wire.
- Using the TritonRoute via totals, the vias-per-cell ratio works out to 3.904.
- Per the gpl log, the routability congestion estimate is 0.7918.
- In this run the most used layer during global routing was met2.
## what timing repair did
item	CTS	global route
endpoints found under the hold margin	0	0
setup endpoints to repair	32	32
gates cloned	1	2
gates resized	207	9
pin swaps	38	30
## cells in the mapped netlist (all sizes together)
| cell | n |
|---|---|
| nand2 | 32 |
| buf | 11 |
| mux2i | 32 |
| o21ai | 32 |
## power groups by stage
stage,clock (mW),combinational [mW],sequential [mW]
5_1_grt,0,0.766,0
4_1_cts,0,0.670,0
6_report,0,0.693,0
## layout by cell type (no fill, tap or decap), types with 2 or more instances in the layout
| cell type | Yosys | final |
|---|---|---|
| sky130_fd_sc_hd__buf_2 | 7 | 32 |
| sky130_fd_sc_hd__clkbuf_16 | 0 | 2 |
| sky130_fd_sc_hd__mux2i_2 | 0 | 4 |
| sky130_fd_sc_hd__o21ai_1 | 28 | 28 |
| sky130_fd_sc_hd__o21ai_2 | 2 | 4 |
| sky130_fd_sc_hd__nand2_1 | 32 | 32 |
| sky130_fd_sc_hd__buf_4 | 0 | 2 |
| sky130_fd_sc_hd__dlymetal6s2s_1 | 0 | 2 |
| sky130_fd_sc_hd__mux2i_1 | 32 | 28 |
| sky130_fd_sc_hd__buf_12 | 3 | 5 |
| sky130_fd_sc_hd__dlygate4sd2_1 | 0 | 94 |
## routing by layer
| metal | up-vias | part of all wire, % |
|---|---|---|
| met5 | - | 0 |
| met4 | 0 | 0 |
| met3 | 0 | 12 |
| met2 | 75 | 45 |
| met1 | 503 | 43 |
| li1 | 636 | - |
## layout make-up
class              count  area [um2]
fillers              678        3969
well taps             75       93.84
repair buffers       140        1227
multi-input cells     96       630.6
## worst min path at each step
| stage | start | to | slack, ns | depth (start not counted) |
|---|---|---|---|---|
| after CTS | c[28] | y[28] | 0.78 | 4 |
| after global routing | c[12] | y[12] | 0.72 | 4 |
| final | c[12] | y[12] | 0.68 | 4 |
## cells by family (layout without fill, tap and decap cells)
group | after synthesis | count (layout) | share of synthesized area (%)
AND-OR/OR-AND | 32 | 32 | 23.47
multiplexers | 32 | 32 | 44.83
AND/OR/NAND/NOR | 32 | 32 | 16.81
buffers and inverters | 11 | 140 | 14.89
## per-stage QoR
stage               cell area [um2]  setup TNS (ns)  power (mW)  hold WS (ns)  worst slack, ns
finish                         1952         -0.4865      0.6929        0.6783         -0.05874
global route                   1952          -2.090      0.7665        0.7152          -0.1079
CTS                            1874          -1.211      0.6701        0.7825         -0.09264
detailed placement             2083          -17.02      0.8690         1.206          -0.5903
global placement               2083          -16.84      0.8649         1.203          -0.5922
floorplan                     714.4               0      0.2317        0.4564          0.09746
No activity file was given, so power comes from the tool's default toggle rates.

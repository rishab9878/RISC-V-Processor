--- flow/run.sh ---
#!/bin/bash
# OpenROAD 26Q1-2900-gdf79404cd8, Yosys 0.63+post, stock flow scripts
make -C /OpenROAD-flow-scripts/flow DESIGN_CONFIG=/design/flow/config.mk WORK_HOME=/design/flow/orfs finish
--- flow/config.mk ---
export PLATFORM = sky130hd
export DESIGN_NAME = ALU
export DESIGN_NICKNAME = ALU
export VERILOG_FILES = /design/flow/design.v
export SDC_FILE = /design/flow/constraint.sdc
export NUM_CORES = 4
export LEC_CHECK = 1
export CORE_UTILIZATION = 40
export SYNTH_HDL_FRONTEND = slang
--- flow/constraint.sdc ---
current_design ALU

set clk_period 12.3
set clk_io_pct 0.2

create_clock -name clk0 -period $clk_period

set non_clock_inputs [all_inputs -no_clocks]
set_input_delay [expr $clk_period * $clk_io_pct] -clock clk0 $non_clock_inputs
set_output_delay [expr $clk_period * $clk_io_pct] -clock clk0 [all_outputs]
--- flow/design.v ---
module ALU(d1, d2, result, control);
	input logic [31:0] d1;
	input logic [31:0] d2;
	output logic [31:0] result;
	logic [31:0] d1S, d2S;
	input logic [3:0] control;
	always_comb begin
		case(control)
			4'b0000: result = d1 + d2;  
			4'b0001: result = d1 << d2[4:0];  
			4'b0010: begin
				d1S = d1; d2S = d2;
				result = (d1S < d2S) ? 32'h00000001 : 32'h00000000;  
			end
			4'b0011: result = (d1 < d2) ? 32'h00000001 : 32'h00000000;  
			4'b0100: result = d1 ^ d2;  
			4'b0101: result = d1 >> d2[4:0];  
			4'b0110: result = d1 | d2;  
			4'b0111: result = d1 & d2;  
			4'b1000: result = d1 - d2;  
			4'b1101: result = d1 >>> d2[4:0];  
			default: result = 32'bX;
		endcase
	end
endmodule
==> reports/metrics.csv <==
metric;value;unit
lay_top_count;nor2_1;
mux_area_share;19.9;%
final_cell_area;9940;um2
simple_gate_share;19.2;%
globalplace.congestion;1.05;
crit_arrival;6840;ps
hold_path.class;input port to output pin;
tns;0;ps
setup.worst_path.start_class;input port;
antenna_left;0;
wl;40.9;mm
dr.pass1.iters;6;
crit_type;input port to output pin;
core;21900;um2
yosysWarnings;0;
hold_viol_final;0;
holdPathEnd;result[1];
syn_inst;1237;
synth.distinct_cells;94;
rsz0062_at_grt;no;
yosys_cells;1237;
slew_viol_final;0;
yosys.stat.seqShare;0;%
antenna_found_initial;0;
area_growth;10.9;%
num_antenna_cells;0;
dieHeight;152;um
synthXorXnorAreaFrac;0.195;%
grt_pass1_vias;9476;
worstHoldPathCells;6;
dpl.hpwl;31.5;mm
register_area;0;um2
worst_ep_required_time;9840;ps
ys_sh_aoi;36.3;%
chipArea;23000;um2
synth_chip_area;8960;um2
tool_warnings;97;
ir_drop;24.3;uV
vias_per_cell;6.82;
track_usage;36.4;%
cp-end-kind;output pin;
io-pin-count;100;
dpl_cell_area;9940;um2
clock_buffers;0;
vias;10500;
hold_buffers;0;
final_cell_mix;nor2_1 (114), a21oi_1 (108), nand2_1 (100);
drtIter0Drc;1093;
syn_area;8960;um2
drive_gt1_share;10.7;%
wl_per_cell;26.5;um
slew_headroom;35.7;%
tightest_slew;955;ps
syn-mean-instance-area;7.24;um2
grt_overflow_total;0;
critPathMaxFanout;70;
cts_resized;0;
floorplan.core_util;40.9;%
setup_viol;0;
design.seq.count;0;
post-route-drc-count;0;
post_cts_buffers;0;
die_width;152;um
grt_pass1_wl;60.9;mm
num_rows;54;
adder_share;14.0;%
p_per_area;49.5;nW/um2
max_freq;0.108;GHz
portBuffers;100;
min_from;d2[0];
grt_max_degree;71;
run_status;complete, no violations;
cellLeakagePower;0.00407;uW
finalCritPeriodShare;75.6;%
min_period;9300;ps
maxCapViolations;0;
logic_family;AND-OR/OR-AND gates;
-- synth_stat cells, types with 10 or more instances --
library cell  instances  area, um2
a211o_1              10       87.6
o2111ai_1            11       96.3
a221oi_1             12        105
buf_2                22        110
a211oi_1             18        135
a21oi_1             108        541
a2111oi_0            10       87.6
a31oi_1              12       75.1
nor2_1              114        428
o221ai_1             10       87.6
inv_1                95        357
nor2b_1              14       87.6
a22oi_1              22        165
nand2_1             100        375
o31ai_1              14        105
buf_4                18        135
a221o_1              11        110
a21o_1               21        158
nor3_1               20        100
nor4_1               10       62.6
o211ai_1             24        180
and2_1               13       81.3
nand3_1              15       75.1
o22ai_1              15       93.8
mux2i_1              45        450
mux4_2               48       1080
o21ai_0              88        440
mux2_2               19        214
clkbuf_1             41        154
ha_1                 97       1210
-- metrics by stage --
step,cells,utilization (%),worst slack (ps),hold slack [ps],total power [uW]
after floorplan,1237,-,4170,5170,299
after global placement,1542,45.4,3080,6160,479
after detailed placement,1542,45.4,3120,6160,477
after CTS,1542,45.4,3100,6170,480
after global routing,1542,45.4,2740,6280,527
final,1542,45.4,3000,6190,492
-- worst max-delay path: stages --
cell and delay, ps:
buf_2 80, buf_4 560, inv_2 470, ha_1 600, nor2_1 70, a221oi_1 360
a211oi_2 180, a211o_1 360, a21oi_1 420, o21ai_0 210, o221a_2 290, o21ai_0 240
clkdlybuf4s50_1 510
-- metal layers --
metal / part of all wire (%) / GRT usage, % / up-vias
met5: 0 / 0 / -
met4: 3.1 / 8.91 / 0
met3: 11 / 7.08 / 69
met2: 43 / 54.1 / 621
met1: 43 / 54.4 / 5063
li1: - / - / 4770
-- layout make-up --
class              count  area [um2]
fillers             2263       12000
multi-input cells   1038        8050
repair buffers       123        1160
inverters            101         379
well taps            280         350
-- cell families after synthesis --
| group | after synthesis |
|---|---|
| simple gates | 354 |
| xor+xnor | 2 |
| compound gates | 469 |
| buf+inv | 199 |
| mux | 114 |
| fa+ha+maj | 99 |
-- worst max path at each step --
stage / from / endpoint / slack, ps / cells past startpoint
CTS: d2[3] / result[21] / 3100 / 13
global route: d2[3] / result[21] / 2740 / 13
finish: d2[3] / result[21] / 3000 / 13
-- power by group --
group / internal, uW / leakage (uW) / switching [uW]
clock network: 0 / 0 / 0
registers: 0 / 0 / 0
logic: 203 / 0.00407 / 289
total: 203 / 0.00407 / 289
Power and IR drop assume default switching activity.

## design/flow/config.mk

```make
export PLATFORM = sky130hd
export DESIGN_NAME = IF
export DESIGN_NICKNAME = IF
export VERILOG_FILES = /design/flow/design.v
export SDC_FILE = /design/flow/constraint.sdc
export NUM_CORES = 4
export LEC_CHECK = 1
export CORE_UTILIZATION = 50
export SYNTH_HDL_FRONTEND = slang
```

## design/flow/constraint.sdc

```tcl
current_design IF

set clk_period 7.6
set clk_io_pct 0.2

create_clock -name clk0 -period $clk_period [get_ports {clk}]

set non_clock_inputs [all_inputs -no_clocks]
set_input_delay [expr $clk_period * $clk_io_pct] -clock clk0 $non_clock_inputs
set_output_delay [expr $clk_period * $clk_io_pct] -clock clk0 [all_outputs]
```

## design/flow/design.v

```verilog
module adder #(parameter N = 32)(a, b, cin, s, cout);
	input logic [N-1:0] a;
	input logic [N-1:0] b;
	output logic [N-1:0] s;
	input logic cin;
	output logic cout;
	assign {cout, s} = a + b + cin;
endmodule
module IF #(parameter XLEN = 32)(clk, reset, branch_sel, branch_inp, pc_present, pc_next, inst);
	input logic branch_sel;
	input bit clk;
	input bit reset;
	input logic [31:0] branch_inp;
	output logic [31:0] pc_present;
	output logic [31:0] inst;
	const bit [31:0] offset = 4;
	const bit cin = 0;
	logic dump;
	logic [31:0] pc_in;
	output logic [31:0] pc_next;
	InstMem mem(.pcin(pc_present), .dout(inst));
	adder add (.a(offset), .b(pc_present), .s(pc_next), .cout(dump), .cin(cin));
	mux21 mux (.a(pc_next), .y(pc_in), .b(branch_inp), .s(branch_sel));
	pc pc1 (.clk(clk), .reset(reset), .inp(pc_in), .pc_out(pc_present));
endmodule
module InstMem#(parameter XLEN = 5)(pcin, dout);
	input logic [31:0] pcin;
	logic [XLEN - 1 : 0] addr;
	output logic [31:0] dout;	
	logic [7:0] mem [2**XLEN-1 : 0] = '{8'bX, 8'bX, 8'bX, 8'bX,
				   8'bX, 8'bX, 8'bX, 8'bX,
				   8'bX, 8'bX, 8'bX, 8'bX,
				   8'hX, 8'hX, 8'hX, 8'hX,
				   8'b00, 8'b00, 8'b00, 8'b00,
				   8'h00, 8'h84, 8'h89, 8'h33,
				   8'h10, 8'h10, 8'h04, 8'h93,
				   8'h01, 8'h00, 8'h04, 8'h13};
	assign addr = pcin[XLEN-1:0];
	assign dout = {mem [addr+3], mem [addr+2], mem [addr+1], mem [addr]};
endmodule
module pc(clk, reset, inp, pc_out);
	input bit clk;
	input bit reset;
	input logic [31:0] inp;
	output logic [31:0] pc_out;
	always_ff @(posedge clk, posedge reset)
		if (reset) 
			pc_out <= 32'b0;
        else 
            pc_out <= inp;
endmodule
module mux21 #(parameter N = 32) (a, b, s, y);
	input logic [N-1:0] a;  
	input logic [N-1:0] b;  
	input logic s;
	output logic [N-1:0] y;
	assign y = s ? b : a;
endmodule
```

## design/flow/run.sh

```bash
#!/bin/bash
# OpenROAD 26Q1-2900-gdf79404cd8, Yosys 0.63+post, stock flow scripts
make -C /OpenROAD-flow-scripts/flow DESIGN_CONFIG=/design/flow/config.mk WORK_HOME=/design/flow/orfs finish
```

==> flow_metrics.tcl <==
# collected from the flow reports
set metrics [dict create \
    run_status "complete, no violations" \
    synth_chip_area_um2 2600 \
    ff_latch_area_um2 801 \
    min_period_ps 4560 \
    fmax_mhz 219 \
    grt_pass1_wl_mm 11.7 \
    io_buffer_count 126 \
    route.top_layer_used "met4" \
    drc_errors 0 \
    setup.worst_path.end_class "output port" \
    std_cell_rows 25 \
    vias_in_the_first_global_route 2555 \
    post_synth_inst_count 306 \
    async_flop_share_pct 100 \
    tritoncts "yes" \
    dr.first_iter.drc_count 177 \
    worst_clock_skew_ps 6.41 \
    finalPower_uw 631 \
    crit_required_ps 6080 \
    hold_path_class "reg -> reg" \
    crit_type "reg -> out" \
    largest_register_ff_count 32 \
    insertion_delay_ps 280 \
    grt_setup_unrepaired "false" \
    final_hold_viol_count 0 \
    synth_top_flop_cell "dfrtp_1" \
    worstPathCellList "ha_1 > nand4_1 > or3_1 > or3_1 > nand2_1 > clkdlybuf4s50_1" \
    dieHeight_um 74.1 \
    io_pins 131 \
    pwr_density_cell_nw_per_um2 159 \
    gp_routability_congestion 0.933 \
    placed_cells 486 \
    cts.htree.levels 2 \
    hold_buffer_count_at_cts 0 \
    path_clk_slew_ps 70 \
    detail-route-antenna-nets 0 \
    routed_wirelength_mm 7.55 \
    maxCapViolations 0 \
    ys_ff 32 \
    routed_wire_length_on_met3_um 600 \
    vdd_drop_max_uv 126 \
    cts_setup_buffers 0 \
    worst_path_largest_cell_delay_ps 730 \
    cp_max_fo 20 \
    cts-root-to-sink-buffers 2 \
    postSynthSeqShare_pct 30.8 \
    placedInstanceArea_um2 3870 \
    cts_root_buf "clkbuf_8" \
    ys_cells 306 \
    post_drt_wl_per_cell_um 15.3 \
    slew_violations 0 \
    finalSetupTns_ps 0 \
    floorplan.core_util_pct 53.6 \
    avgViaCountPerCell 5.51 \
    grt-ovfl-total 0 \
    logic_area_um2 1670 \
    finalSetupViolCount 0 \
    groute.usage.overall_pct 27.8 \
    route.layer.met1.wl_mm 3.41 \
    fraction_of_final_layout_cells_with_drive_strength_greater_than_1_pct 7.96 \
    finalCritPeriodShare_pct 60.0 \
    largestRegisters "pc1.pc_out (32)" \
    chip_area_um2 5490 \
    cp.arrival_ps 3040 \
    cts_repair_resize_count 0 \
    synthToLayoutAreaGrowth_pct 52.6 \
    firstDrtPassIters 4 \
    maxSlewHeadroom_pct 55.2 \
    slowest_stage "dfrtp_1" \
    met2_routed_wirelength_mm 3.48 \
    leakagePower_uw 0.00160 \
    yosys_warnings 0 \
    final_area_um2 3960 \
    cell_repeated_most_along_the_worst_path "or3_1" \
    core-area_um2 4850 \
    die_width_um 74.1 \
    timing.critical_path.from_type "register" \
    dp.final_hpwl_mm 5.72 \
    tritoncts.num_buffers 5 \
    regMostFlops "pc1.pc_out" \
    grt_start_max_net_pins 33 \
    antenna_cells 0 \
    synth_cell_types 45 \
    tritoncts_num_sinks 32 \
    num_vias 2723 \
    grt_antenna_before_repair 0 \
    final_cell_count_no_fill 494 \
    timing_worst_slew_pin_value_ps 670 \
    fillerInstances 303 \
    log.warning_count 36 \
    post_synth_instance_area_um2 2600 \
    postSynthAreaPerCell_um2 8.49 \
    synth-edff-count 0 \
]
[stage by stage]
| stage | utilization [%] | hold slack (ps) | worst slack [ps] |
|---|---|---|---|
| 2_1_floorplan | - | 559 | 4340 |
| 3_3_place_gp | 79.9 | 607 | 3450 |
| 3_5_place_dp | 79.9 | 622 | 3380 |
| 4_1_cts | 81.8 | 632 | 3050 |
| 5_1_grt | 81.8 | 665 | 2880 |
| 6_report | 81.8 | 634 | 3040 |
[final cells by class]
class                   count  share of cell area (%)
clock buffers               8                    2.27
inverters                  10                   0.947
multi-input cells         248                    42.1
flip-flops and latches     32                    20.2
well taps                  67                    2.11
repair buffers            129                    32.4
[power breakdown]
part	switching (uW)	leakage, uW	internal (uW)
registers	39.0	0.000370	189
logic	91.7	0.00118	177
clock network	60.2	0.0000455	73.8
total	191	0.00160	440
[per-layer routing]
layer,global-route usage (%),up-vias
met5,0,-
li1,-,1336
met4,2.56,0
met2,44.3,105
met3,5.91,8
met1,41.9,1274
[placed cells by master (no fill, tap or decap), types with 5 or more instances in the layout]
master | synthesis | routed
nand3_1 | 20 | 20
nor3_1 | 5 | 5
nor2b_1 | 6 | 6
clkdlybuf4s50_1 | 0 | 126
clkbuf_8 | 0 | 6
nor2_1 | 20 | 20
a21oi_1 | 6 | 6
mux2_2 | 16 | 16
ha_1 | 13 | 13
xor2_1 | 10 | 10
nor4_1 | 5 | 5
xnor2_1 | 14 | 14
inv_1 | 9 | 9
and4_1 | 8 | 8
dfrtp_1 | 32 | 32
o31ai_1 | 8 | 8
a31oi_1 | 9 | 9
and2_1 | 5 | 5
o21ai_0 | 15 | 15
nand2_1 | 37 | 37
[critical path, delay by kind of cell (launching register included)]
kind,cells,cell delay [ps]
DFF,1,730
adders and majority gates,1,340
buffers and inverters,1,450
and+or+nand+nor,4,1250
[worst paths after layout]
| check | from | end | slack [ps] | cells past startpoint |
|---|---|---|---|---|
| setup / recovery | pc1.pc_out[3] | pc_next[28] | 3040 | 6 |
| hold / removal | pc1.pc_out[27] | pc1.pc_out[27] | 630 | 2 |
| setup reg to reg | pc1.pc_out[3] | pc1.pc_out[28] | 5090 | 5 |
| hold reg to reg | pc1.pc_out[27] | pc1.pc_out[27] | 630 | 2 |
| max in group asynchronous | reset | pc1.pc_out[30] | 5660 | 3 |
| min in group asynchronous | reset | pc1.pc_out[4] | 1640 | 3 |
[logic make-up after synthesis]
logic type / after synthesis / synth area share [%]
XOR/XNOR: 24 / 8.09
AND-OR/OR-AND: 56 / 14.3
flip-flops: 32 / 30.8
buffers and inverters: 29 / 5.39
other: 1 / 0.144
multiplexers: 17 / 7.32
adder cells (fa/ha/maj): 13 / 6.26
AND/OR/NAND/NOR: 134 / 27.7
[Yosys cell counts (4+ instances only)]
master	n	area [um^2]
nand2_1	37	139
dfrtp_1	32	801
nand3_1	20	100
nor2_1	20	75.1
mux2_2	16	180
o21ai_0	15	75.1
xnor2_1	14	123
ha_1	13	163
clkbuf_1	11	41.3
xor2_1	10	87.6
a31oi_1	9	56.3
inv_1	9	33.8
and4_1	8	70.1
o31ai_1	8	60.1
a21oi_1	6	30.0
buf_4	6	45.0
nor2b_1	6	37.5
and2_1	5	31.3
nor3_1	5	25.0
nor4_1	5	31.3
a21o_1	4	30.0
nand4_1	4	25.0
or3_1	4	25.0
or4_1	4	30.0
Power figures rest on the tool's default switching activity, not on a simulated workload.
